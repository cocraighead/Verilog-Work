==> ./design.v <==
module car ( input ADC_CLK_10, input [9:0]SW, input [1:0]KEY, output reg [9:0]LEDR, output reg [7:0]HEX5, output reg [7:0]HEX4, output reg [7:0]HEX3, output reg [7:0]HEX2, output reg [7:0]HEX1, output reg [7:0]HEX0 );
wire [2:0]qns_state;
wire [2:0]qcs_state;
wire slow_clock;
wire reset_blinker_right;
wire reset_blinker_left;
wire reset_hazard;
wire [1:0]count_blinker_right;
wire [1:0]count_blinker_left;
wire [1:0]count_hazards;
wire [7:0]HEX5_temp;
wire [7:0]HEX4_temp;
wire [7:0]HEX3_temp;
wire [7:0]HEX2_temp;
wire [7:0]HEX1_temp;
wire [7:0]HEX0_temp;
wire [9:0]LEDR_temp;
clock_divider #(.divide_by(2500000 )) U0 (.clock_in(ADC_CLK_10), .reset_n(KEY[0]), .clock_out(slow_clock));
counter U1 (.clock(slow_clock), .reset(KEY[0]), .reset_hold(reset_blinker_right), .count(count_blinker_right[1:0]));
counter U2 (.clock(slow_clock), .reset(KEY[0]), .reset_hold(reset_blinker_left), .count(count_blinker_left[1:0]));
counter U3 (.clock(slow_clock), .reset(KEY[0]), .reset_hold(reset_hazard), .count(count_hazards[1:0]));
nsl U4 (.current_state(qcs_state[2:0]), .SW(SW[9:0]), .KEY(KEY[1:0]), .next_state(qns_state[2:0]), .reset_count_rb(reset_blinker_right), .reset_count_lb(reset_blinker_left), .reset_count_h(reset_hazard) );
csl U5 (.clock(slow_clock), .reset(KEY[0]), .next_state(qns_state[2:0]), .current_state(qcs_state[2:0]));
ol U6 ( .count_rb(count_blinker_right[1:0]), .count_lb(count_blinker_left[1:0]), .count_h(count_hazards[0]), .current_state(qcs_state[2:0]), .LEDR(LEDR_temp[9:0]), .HEX5(HEX5_temp[7:0]), .HEX4(HEX4_temp[7:0]), .HEX3(HEX3_temp[7:0]), .HEX2(HEX2_temp[7:0]), .HEX1(HEX1_temp[7:0]), .HEX0(HEX0_temp[7:0]) );
always @ (HEX5_temp,HEX4_temp,HEX3_temp,HEX2_temp,HEX1_temp,HEX0_temp,LEDR_temp) begin
    HEX5 = HEX5_temp;
    HEX4 = HEX4_temp;
    HEX3 = HEX3_temp;
    HEX2 = HEX2_temp;
    HEX1 = HEX1_temp;
    HEX0 = HEX0_temp;
    LEDR = LEDR_temp;
end
endmodule
module clock_divider #(parameter divide_by = 2500000) (input clock_in, input reset_n, output reg clock_out);
reg [26:0] clock_divider;
always @ (posedge clock_in, negedge reset_n)
    begin
        if (reset_n == 0)
        begin
            clock_out <= 0;
            clock_divider <= 0;
        end
        else
        begin
            if (clock_divider < divide_by - 1)
            begin
                clock_divider <= clock_divider + 1;
            end
            else
            begin
                clock_divider <= 0;
                clock_out <= ~clock_out;
            end
        end
    end
endmodule
module counter ( input clock, input reset, input reset_hold, output reg [1:0]count );
always @ ( posedge clock, negedge reset )
    begin
        if ( reset == 0 ) begin
            count <= 0;
        end else if ( reset_hold == 1 ) begin
            count <= 3;
        end else begin
            count <= count + 1;
        end
    end
endmodule
module csl ( input clock, input reset, input [2:0]next_state, output reg [2:0]current_state );
parameter IDEL  = 3'b000;
parameter LEFT  = 3'b001;
parameter RIGHT  = 3'b010;
parameter LBREAK  = 3'b011;
parameter RBREAK  = 3'b100;
parameter BREAK  = 3'b101;
parameter HAZARD  = 3'b110;
always @ ( posedge clock, negedge reset )
    begin
        if ( reset == 0 ) begin
            current_state <= IDEL;
        end else begin
            current_state <= next_state;
        end
    end
endmodule
module nsl ( input [2:0]current_state, input [9:0]SW, input [1:0]KEY, output reg [2:0]next_state, output reg reset_count_rb, output reg reset_count_lb, output reg reset_count_h );
parameter IDEL  = 3'b000;
parameter LEFT  = 3'b001;
parameter RIGHT  = 3'b010;
parameter LBREAK  = 3'b011;
parameter RBREAK  = 3'b100;
parameter BREAK  = 3'b101;
parameter HAZARD  = 3'b110;
always @ ( current_state, SW, KEY )
    begin
        if ( KEY[0] == 0) begin
            next_state = IDEL;
        end else if( SW[0] == 1 ) begin
            next_state = HAZARD;
        end else if( SW[1] == 1 ) begin
            if ( SW[2] == 1 ) begin
                if ( KEY[1] == 0 ) begin 
                    next_state = RBREAK;
                end else begin
                    next_state = LBREAK;
                end
            end else begin
                if ( KEY[1] == 0 ) begin 
                    next_state = RIGHT;
                end else begin
                    next_state = LEFT;
                end
            end
        end else if( SW[2] == 1) begin
            next_state = BREAK;
        end else begin 
            next_state = IDEL;
        end
        if(next_state == RIGHT || next_state == RBREAK ) begin
            reset_count_rb = 0;
        end else begin
            reset_count_rb = 1;
        end
        if(next_state == LEFT || next_state == LBREAK ) begin
            reset_count_lb = 0;
        end else begin
            reset_count_lb = 1;
        end
        if(next_state == HAZARD ) begin
            reset_count_h = 0;
        end else begin
            reset_count_h = 1;
        end
    end
endmodule
module ol ( input [1:0]count_rb, input [1:0]count_lb, input count_h, input [2:0]current_state, output reg [9:0]LEDR, output reg [7:0]HEX5, output reg [7:0]HEX4, output reg [7:0]HEX3, output reg [7:0]HEX2, output reg [7:0]HEX1, output reg [7:0]HEX0 );
parameter IDEL  = 3'b000;
parameter LEFT  = 3'b001;
parameter RIGHT  = 3'b010;
parameter LBREAK  = 3'b011;
parameter RBREAK  = 3'b100;
parameter BREAK  = 3'b101;
parameter HAZARD  = 3'b110;
always @ ( current_state, count_rb, count_lb, count_h )
    begin
        LEDR[6:3] = 4'b0000;
        HEX4[7:0] = 8'b1111_1111;
        HEX3[7:0] = 8'b1111_1111;
        HEX2[7:0] = 8'b1111_1111;
        HEX1[7:0] = 8'b1111_1111;
        HEX0[7:0] = 8'b1111_1111;
        if ( current_state == IDEL ) begin
            HEX5[7:0] = 8'b1100_0000;
            LEDR[9:7] = 3'b000;
            LEDR[2:0] = 3'b000;
        end else if(current_state == LEFT ) begin
            HEX5[7:0] = 8'b1111_1001;
            LEDR[2:0] = 3'b000;
            case(count_lb)
                0 : LEDR[9:7] = 3'b000;
                1 : LEDR[9:7] = 3'b001;
                2 : LEDR[9:7] = 3'b011;
                3 : LEDR[9:7] = 3'b111;
                default: 
                    LEDR[9:7] = 3'b000;
            endcase
        end else if(current_state == RIGHT ) begin
            HEX5[7:0] = 8'b1010_0100;
            LEDR[9:7] = 3'b000;
            case(count_rb)
                0 : LEDR[2:0] = 3'b000;
                1 : LEDR[2:0] = 3'b100;
                2 : LEDR[2:0] = 3'b110;
                3 : LEDR[2:0] = 3'b111;
                default: 
                    LEDR[2:0] = 3'b000;
            endcase
        end else if(current_state == LBREAK ) begin
            HEX5[7:0] = 8'b1011_0000;
            LEDR[2:0] = 3'b111;
            case(count_lb)
                0 : LEDR[9:7] = 3'b000;
                1 : LEDR[9:7] = 3'b001;
                2 : LEDR[9:7] = 3'b011;
                3 : LEDR[9:7] = 3'b111;
                default: 
                    LEDR[9:7] = 3'b000;
            endcase
        end else if(current_state == RBREAK ) begin
            HEX5[7:0] = 8'b1001_1001;
            LEDR[9:7] = 3'b111;
            case(count_rb)
                0 : LEDR[2:0] = 3'b000;
                1 : LEDR[2:0] = 3'b100;
                2 : LEDR[2:0] = 3'b110;
                3 : LEDR[2:0] = 3'b111;
                default: 
                    LEDR[2:0] = 3'b000;
            endcase
        end else if(current_state == BREAK ) begin
            HEX5[7:0] = 8'b1001_0010;
            LEDR[9:7] = 3'b111;
            LEDR[2:0] = 3'b111;
        end else if(current_state == HAZARD ) begin
            HEX5[7:0] = 8'b1000_0010;
            case(count_h)
                0 : begin
                    LEDR[9:7] = 3'b000;
                    LEDR[2:0] = 3'b000;
                    end
                1 : begin
                    LEDR[9:7] = 3'b111;
                    LEDR[2:0] = 3'b111;
                    end
                default: begin
                    LEDR[9:7] = 3'b000;
                    LEDR[2:0] = 3'b000;
                    end
            endcase
        end else begin
            HEX5[7:0] = 8'b1000_0110;
        end
    end
endmodule
==> ./run.sh <==
#!/bin/bash
# OpenROAD 26Q1-2900-gdf79404cd8, Yosys 0.63+post, stock flow scripts
make -C /OpenROAD-flow-scripts/flow DESIGN_CONFIG=/design/flow/config.mk WORK_HOME=/design/flow/orfs finish
==> ./config.mk <==
export PLATFORM = sky130hd
export DESIGN_NAME = car
export DESIGN_NICKNAME = car
export VERILOG_FILES = /design/flow/design.v
export SDC_FILE = /design/flow/constraint.sdc
export NUM_CORES = 4
export LEC_CHECK = 1
export CORE_UTILIZATION = 40
==> ./constraint.sdc <==
current_design car

set clk_period 4.1
set clk_io_pct 0.2

create_clock -name clk0 -period $clk_period [get_ports {ADC_CLK_10}]

set non_clock_inputs [all_inputs -no_clocks]
set_input_delay [expr $clk_period * $clk_io_pct] -clock clk0 $non_clock_inputs
set_output_delay [expr $clk_period * $clk_io_pct] -clock clk0 [all_outputs]
==> impl_metrics.json <==
{
  "outcome": "finished clean",
  "required_ns": 4.24,
  "timing.rr.start": "U0.clock_divider[22]$_DFF_PN0_",
  "drc": 0,
  "setup_violations": 0,
  "drive_gt1_share_pct": 9.03,
  "yosysMostFrequentCell": "buf_4",
  "crit_path_end": "U0.clock_divider[6]$_DFF_PN0_",
  "via_count": 1705,
  "yosys_warnings": 6,
  "drtIter0Drc": 32,
  "cts_tree": "done",
  "edf_count": 0,
  "untimed_endpoints": 31,
  "postCtsSetupBuffers": 0,
  "path_max_fanout": 12,
  "dpl.hpwl_mm": 2.88,
  "intPower_uw": 438,
  "coreArea_um2": 6060,
  "portBuffers": 18,
  "reg2reg_depth": 4,
  "synth_area_um2": 2570,
  "p_leak_uw": 0.00116,
  "cap_violations": 0,
  "grt_overflow": 0,
  "min_period_ns": 2.13,
  "cts_buffer_depth": 2,
  "post_cts_resized": 0,
  "io_pins": 71,
  "dieArea_um2": 6740,
  "ys_ff": 46,
  "row_count": 28,
  "drt-total-wl_mm": 3.99,
  "area_leaders": "dfrtp_1 38%, buf_4 14%, xor2_1 4.1%, nor3_1 3.7%, dlxtn_1 3.5%",
  "swShare_pct": 22.5,
  "dieWidth_um": 82.1,
  "yosys_area_um2": 2570,
  "track_usage_pct": 12.5,
  "power_frac_seq_pct": 60.8,
  "antenna_found_initial": 0,
  "p_per_area_nw_per_um2": 210,
  "r2r-end": "U0.clock_divider[6]$_DFF_PN0_",
  "tightest_slew_ns": 0.867,
  "fin_worst_skew_ns": 0.00831,
  "grt_pass1_wl_mm": 6.46,
  "hold_path.class": "reg -> reg",
  "die.size.y_um": 82.1,
  "cp-end-kind": "flop",
  "yosys.area.top_type_share_pct": 38.0,
  "tns_ns": 0,
  "antenna_cells": 0,
  "finalMaxSlewViolations": 0,
  "common_cells": "47 x buf_4, 39 x dfrtp_1, 19 x nor3_1",
  "arrival_ns": 2.27,
  "hold_slack_ns": 0.505,
  "synth_top_cell_by_area": "dfrtp_1",
  "slew-limit-headroom_pct": 41.4,
  "post_synth_num_cell_types": 50,
  "unclocked_regs": 18,
  "grt_setup_unrepaired": "false",
  "ant_nets": 0,
  "synth-main-ff-cell": "dfrtp_1",
  "setup.worst_path.start_class": "flop",
  "htree_levels": 1,
  "cts-root-buf": "clkbuf_8",
  "crit_start": "U0.clock_divider[22]$_DFF_PN0_",
  "synthCells": 258,
  "clock_power_share_pct": 30.3,
  "finalCritPeriodShare_pct": 51.9,
  "p_sw_uw": 127,
  "fill_cells": 579,
  "r2r_slack_ns": 1.97,
  "setup.worst_path.class": "reg -> reg",
  "syn_area_per_cell_um2": 9.95,
  "synthArstFlopShare_pct": 87.0,
  "fp_util_pct": 42.3,
  "power_frac_comb_pct": 8.9,
  "area_growth_pct": 4.63,
  "hold_buffers": 0,
  "drtPass1Iterations": 4,
  "fmax_mhz": 470,
  "clk_pin_slew_worst_paths_ns": 0.10,
  "cts_buffers": 3,
  "p_total_uw": 565,
  "finalHoldViolCount": 0,
  "grt_max_degree": 44,
  "place.gp.congestion": 0.806,
  "synth_stat.cells": 258,
  "clk_latency_ns": 0.27,
  "via_per_inst": 4.84,
  "ir_drop_uv": 158,
  "drt-wirelength-per-cell_um": 11.3,
  "grt_pass1_vias": 1442,
  "warnings": 36
}
per-layer routing:
metal	vias to the layer above	track usage [%]	part of all wire, %	wire length (um)
li1	844	-	-	-
met1	820	19.2	49	1970
met2	39	20.8	47	1890
met3	2	1.11	3.1	122
met4	0	1.05	0.43	17
met5	-	0	0	0
critical path, cell delays in order (launching register included):
cell     delay, ns
dfrtp_1       0.42
or4b_4        0.59
nor4_4        0.60
buf_4         0.31
nor3_1        0.07
power by group through the flow:
stage / Clock [uW] / Sequential [uW] / Combinational [uW]
finish: 171 / 344 / 50.3
CTS: 178 / 344 / 51.8
global route: 185 / 347 / 59.7
final cells by class:
type                       count  area, um^2  area share [%]
clock buffer                   4        55.1            2.05
multi-input combinational    198        1220            45.4
timing repair buffer          20         190            7.08
inverter                       9        33.8            1.26
sequential                    46        1090            40.7
tap                           75        93.8            3.49
stage by stage:
step,cell area (um^2),instances,util (%),worst slack (ns)
after global placement,2630,348,43.4,1.97
final,2690,352,44.3,1.97
after detailed placement,2630,348,43.4,1.94
after CTS,2690,352,44.3,1.93
after global routing,2690,352,44.3,1.84
after floorplan,2750,306,-,2.33
how the worst min path moves through the flow:
stage / startpoint / endpoint / slack [ns] / cells after the start
after CTS: U0.clock_divider[0]$_DFF_PN0_ / U0.clock_divider[0]$_DFF_PN0_ / 0.51 / 1
after global routing: U0.clock_divider[0]$_DFF_PN0_ / U0.clock_divider[0]$_DFF_PN0_ / 0.53 / 1
final: U0.clock_divider[0]$_DFF_PN0_ / U0.clock_divider[0]$_DFF_PN0_ / 0.51 / 1
layout by cell type, fill, tap and decap left out, types with 2 or more instances in the layout:
master           instances
buf_4                    2
or3_1                    2
nand3_1                  6
nand2_1                 11
clkdlybuf4s50_1         17
a211oi_2                 3
o21ai_0                  4
conb_1                  50
xor2_1                  12
nor2b_1                  2
and4_1                   4
nand4_1                  6
ha_1                     7
o31ai_1                  4
xnor2_1                  2
inv_1                    9
nor3_1                  19
and2_1                   4
dlxtn_1                  6
dfrtp_1                 39
nand2b_1                 2
clkbuf_8                 4
or3_2                    3
nor2_1                  15
a21oi_1                  8
nor4_1                   2
or4_1                    5
a211oi_1                 7
state kept, by name, summed over array words and instances (netlist names):
name,flops
U6.LEDR,6
U3.count,1
U2.count,2
U0.clock_divider,27
U0.clock_out,1
U5.current_state,7
U1.count,2
cells by family (layout without fill, tap and decap cells):
family | count (synthesis) | after routing | synth area share [%]
and+or+nand+nor | 97 | 97 | 23.2
AOI/OAI and AO/OA | 30 | 30 | 8.53
latches | 6 | 6 | 3.51
DFF | 40 | 40 | 39.1
other | 2 | 50 | 0.293
xor gates and xnor gates | 14 | 14 | 4.78
buffers and inverters | 62 | 33 | 17.3
adders and majority gates | 7 | 7 | 3.41
No activity file was given, so power comes from the tool's default toggle rates.
