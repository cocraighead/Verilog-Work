<file path="run.sh">
#!/bin/bash
# OpenROAD 26Q1-2900-gdf79404cd8, Yosys 0.63+post, stock flow scripts
make -C /OpenROAD-flow-scripts/flow DESIGN_CONFIG=/design/flow/config.mk WORK_HOME=/design/flow/orfs finish
</file>
<file path="config.mk">
export PLATFORM = sky130hd
export DESIGN_NAME = mem_counter
export DESIGN_NICKNAME = mem_counter
export VERILOG_FILES = /design/flow/design.v
export SDC_FILE = /design/flow/constraint.sdc
export NUM_CORES = 4
export LEC_CHECK = 1
export CORE_AREA = 10 10 70 70
export DIE_AREA = 0 0 80 80
</file>
<file path="constraint.sdc">
current_design mem_counter

set clk_period 1.8
set clk_io_pct 0.2

create_clock -name clk0 -period $clk_period [get_ports {clock}]

set non_clock_inputs [all_inputs -no_clocks]
set_input_delay [expr $clk_period * $clk_io_pct] -clock clk0 $non_clock_inputs
set_output_delay [expr $clk_period * $clk_io_pct] -clock clk0 [all_outputs]
</file>
<file path="design.v">
module mem_counter ( input clock, input reset, output reg [7:0]count );
always @ ( posedge clock, negedge reset )
    begin
        if ( reset == 0 ) begin
            count <= 0;
        end else begin
            if ( count < 5) begin
                count <= count + 1;
            end else begin
                count = 0;
            end 
        end
    end
endmodule
</file>
==> flow_summary.yaml <==
# implementation run metrics
outcome:
  status: "finished, final reports clean"
floorplan:
  core_area_mm2: 0.00342
  io_pins: 10
  fp-utilization_pct: 8.75
  die_area_mm2: 0.00640
  die_w_um: 80
  placementRows: 21
  die_h_um: 80
final_layout:
  top_regs: "count: 8 flops"
  drive_gt1_share_pct: 12.8
  post-route-util_pct: 14.1
  largest_reg_flops: 8
  area_growth_pct: 60.7
  largest-register: "count"
  postLayoutCellArea_um2: 480
synthesis:
  synth.distinct_cells: 10
  synth-area-yosys_um2: 299
  ff_type: "dfrtp_1"
  synthesis.area_um2: 299
  avgSynthCellArea_um2: 12.5
  top_area_share_pct: 66.9
  synthArstFlopShare_pct: 100
  common_cells: "dfrtp_1, nor2_1, inv_1"
  ys_cells: 24
  yosysSeqAreaShare_pct: 66.9
  yosys-top-cells-area: "dfrtp_1, ha_1, nor2_1"
  synth_flops: 8
  syn_inst: 24
  yosysWarningCount: 1
  yosysMostFrequentCell: "dfrtp_1"
  top_area_cell: "dfrtp_1"
  edf_count: 0
drt:
  drt_pass1_iterations: 3
  wl_um: 630
  drc_errors: 0
  insertedDiodeCount: 0
  viasPerCell: 2.38
  vias: 202
  wl_per_cell_um: 7.41
  drtIter0Drc: 16
  ant_nets: 0
setup_path:
  slowest_stage: "clkdlybuf4s50_1"
  crit_chain: "clkdlybuf4s50_1"
  critical-path-top-delay-family: "buffers and inverters"
  slowest_delay_ns: 0.49
  path_class: "reg2out"
  cp_max_fo: 5
  required_ns: 1.44
  critPathBufInv: 1
  worstSetupEndpointType: "output pin"
  critPathArrivalTime_ns: 1.15
  start_kind: "register"
clocking:
  clk_path_buf_depth: 2
  htree_num_levels: 1
  cts_tree: "built"
  clockRootBuffer: "clkbuf_4"
  cts_made_buffers: 3
  cts_setup_buffers: 0
  ctsResizeCount: 0
  clk_latency_ns: 0.25
  cts_hold_buf: 0
  cts_sinks: 8
  cts.reportedPaths.clkPinSlew_ns: 0.05
final_timing:
  fin_crit_ns: 1.51
  fmax_ghz: 0.661
  slew_viol_final: 0
  whs_ns: 0.387
  hold_violations: 0
  rsz0062_at_grt: "false"
  finalSetupViolCount: 0
  fin_skew_ns: 0.00205
  fin_tns_setup_ns: 0
  period_used_pct: 84.0
power_and_ir_drop:
  peakVddDrop_uv: 350
  power_density_mw_per_mm2: 707
  power_leakage_nw: 0.194
  finalPower_uw: 340
run:
  tool_warnings: 26
  max_cap_viol_count: 0
place:
  routabilityCongestion: 0.739
  placed_cell_area_um2: 458
  port_buffers: 9
worst_hold_path:
  hold_class: "in2async"
grt:
  grt_pass1_wl_um: 1150
  gr-usage-all-layers_pct: 2.37
  grt_max_degree: 9
  grt_pass1_vias: 237
  antenna_found_initial: 0
  overflow: 0
## area by class of cell
type	count	area [um2]
clock buffer	3	22.5
multi-input combinational	16	98.8
timing repair buffer	9	90.1
sequential	8	200
inverter	3	11.3
tap	46	57.6
fill	401	2940
## path summary, 6_finish.rpt
| kind | start | endpoint | cells after the start | slack [ns] |
|---|---|---|---|---|
| max | count[0] | count[0] | 1 | 0.29 |
| min | reset | count[2] | 1 | 0.39 |
| max reg2reg | count[0] | count[3] | 5 | 0.70 |
| min reg2reg | count[0] | count[0] | 1 | 0.52 |
| max in group asynchronous | reset | count[7] | 1 | 1.15 |
| min in group clk0 | count[0] | count[0] | 1 | 0.52 |
## cell usage in the layout, fill, tap and decap left out, drive strengths merged
cell type and count:
clkbuf 3, clkdlybuf4s50 9, conb 4, dfrtp 8, ha 2, inv 3
nand2b 1, nand3 2, nor2 5, nor3 1, xnor2 1
## layer usage
metal | part of all wire (%) | track usage (%) | up-vias | routed length, um
li1 | - | - | 100 | -
met1 | 44 | 2.96 | 91 | 275
met2 | 32 | 2.65 | 11 | 204
met3 | 24 | 2.73 | 0 | 151
met4 | 0 | 0.176 | 0 | 0
met5 | 0 | 0 | - | 0
## cells by family (layout without fill, tap and decap cells)
kind of cell | count (synthesis) | count (layout) | synth area share (%)
XOR/XNOR | 1 | 1 | 2.93
adder cells (fa/ha/maj) | 2 | 2 | 8.37
buffers and inverters | 3 | 15 | 3.77
flip-flops | 8 | 8 | 66.9
other | 1 | 4 | 1.25
AND/OR/NAND/NOR | 9 | 9 | 16.7
## metrics by stage
step / setup slack (ns) / cells
final: 0.288 / 85
after global routing: 0.198 / 85
after detailed placement: 0.544 / 82
after CTS: 0.270 / 85
after floorplan: 0.843 / 27
after global placement: 0.564 / 82
## power breakdown
group          leakage [nW]  internal [mW]  total (mW)  switching (mW)
Sequential            0.102          0.186       0.190         0.00400
Clock                0.0138         0.0758       0.130          0.0543
Combinational        0.0784         0.0121      0.0199         0.00778
Power and IR drop assume default switching activity.
